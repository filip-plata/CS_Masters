<file path="design.v">
`default_nettype none
module divider(a, b, quot, rem);
parameter BITS = 4;
input wire [BITS-1:0] a;
input wire [BITS-1:0] b;
output wire [BITS-1:0] quot;
output wire [BITS-1:0] rem;
wire [BITS-1:0] tempRes[BITS:0];
assign tempRes[BITS] = a;
genvar i;
generate
    for (i = BITS - 1; i >= 0; i = i - 1) begin : gen_divider
        assign quot[i] = (tempRes[i + 1] >> i) >= b;
        assign tempRes[i] = quot[i] ? (tempRes[i + 1] - (b << i)) : tempRes[i + 1];
    end
endgenerate
assign rem = tempRes[0];
endmodule
module calc(
    input [7:0] sw,
    input [3:0] btn,
    output reg [7:0] led
    );
wire cmp = sw[7:4] > sw[3:0];
wire [3:0] quot1;
wire [3:0] rem1;
reg [3:0] a;
reg [3:0] b;
divider d(.a(a), .b(b), .quot(quot1), .rem(rem1));
always @(*) begin
    a <= sw[7:4];
    b <= sw[3:0];
    case (btn)
    4'b0000: begin
        led <= 8'b00000000;
    end
    4'b0001: begin
        led[7:4] <= a + b;
        led[3:0] <= a - b;
    end
    4'b0010: begin
        led[7:4] <= cmp ? b : a;
        led[3:0] <= cmp ? a : b;
    end
    4'b0100: begin
        led <= b * a;
    end
    4'b1000: begin
        led[7:4] <= quot1;
        led[3:0] <= rem1;
    end
    default : begin
        led[7:4] <= a;
        led[3:0] <= b;
    end
    endcase
end
endmodule
</file>
<file path="run.sh">
#!/bin/bash
# OpenROAD 26Q1-2900-gdf79404cd8, Yosys 0.63+post, stock flow scripts
make -C /OpenROAD-flow-scripts/flow DESIGN_CONFIG=/design/flow/config.mk WORK_HOME=/design/flow/orfs finish
</file>
<file path="config.mk">
export PLATFORM = sky130hd
export DESIGN_NAME = calc
export DESIGN_NICKNAME = calc
export VERILOG_FILES = /design/flow/design.v
export SDC_FILE = /design/flow/constraint.sdc
export NUM_CORES = 4
export LEC_CHECK = 1
export CORE_AREA = 10 10 111 111
export DIE_AREA = 0 0 121 121
</file>
<file path="constraint.sdc">
current_design calc

set clk_period 7.2
set clk_io_pct 0.2

create_clock -name clk0 -period $clk_period

set non_clock_inputs [all_inputs -no_clocks]
set_input_delay [expr $clk_period * $clk_io_pct] -clock clk0 $non_clock_inputs
set_output_delay [expr $clk_period * $clk_io_pct] -clock clk0 [all_outputs]
</file>
==> CHANGELOG.md <==
### Metrics

* Post-Syn Area at 1440 um2
* Commonest non-fill, non-tap cells in the layout: buf_4 (37), ha_1 (30), inv_1 (22)
* Largest cells by area: ha_1 (28%), fa_1 (13%), inv_1 (6.3%)
* RSZ-0062 raised after global routing: yes
* Fillers at between 1,000 and 1,500
* Critical path required time at between 5000 and 6000 ps
* Rows at 36
* # hold bufs at CTS at 0
* RePlAce Congestion at 0.9269
* Hold/Removal Path Class: in -> out
* Pint at approximately 92 uW
* Initial antenna violation count at 1
* Fmax at about 0.14 GHz
* Tool warnings at 43
* Startpoint types: input port
* Leakage at ~0.0010 uW
* IO Count at 20
* Share of cells above drive strength 1 at about a third
* Clock buf count at 0
* Placed Cells incl. Taps at 347
* Detailed-route vias per instance at roughly 4.1
* Syn. warnings at 2
* Clock power share at 0%
* FF/Latch Area at 0 um2
* Slew Viols, Final at 0
* Largest net degree at the start of global routing at 10
* Status: completed
* Sw power at a little over 80 uW
* Initial Util at 14.60%
* Seq_cells at 0
* Unique cell types at about 42
* Yosys cell count at between 150 and 200
* DRC at 0
* Global-route usage over all layers at under 10%
* Detailed-route via count at about 1,500
* Crit path DAT at ~5600 ps
* HPWL after DPL at 3697 um
* Initial drt markers at approximately 75
* Final core occ at between 20% and 30%
* Worst-path cell chain: buf_6, inv_4, ha_4, nand2_2, o21ai_2, buf_4, inv_2, ha_4, nand2_2, a211o_1, mux2_4, fa_2, a21bo_2, a21oi_2, nor2_2, mux2i_2, inv_1, fa_2, a21bo_2, a21o_1, a21oi_4, and2b_2, a221o_2, buf_2
* Setup TNS at 0 ps
* Fin crit share at between 90 and 100%
* Worst path slowest cell: a221o_2
* Most frequent logic cell in the layout: buf_4
* Comb power frac at 100.0%
* Part of the power in registers at 0%
* Power Total at 174.5 uW
* Die width at 121 um
* Chip area in the Yosys report at 1440 um2
* Post-layout min period at roughly 7100 ps
* Slew @ Worst Pin at between 900 and 1000 ps
* PwrDens at roughly 80 nW/um2
* IO Port Bufs at 20
* Post-synth top area share at between 20% and 30%
* Final hold violations at 0
* Critical path class: in -> out
* Vias in the first global route at about 1,500
* Post-Syn Instances at 175
* Routed length per instance at around 13 um
* Peak VDD IR at 0.02265 mV
* Pre-antenna DRT Iters at 4
* Switch share at approximately 47%
* P&R area growth vs syn at 49.44%
* Post-Layout Cell Count at around 360
* GRT overflow at 0
* Final ANT Viol Nets at 0
* Chip area at between 10,000 and 15,000 um2
* Syn Area/Cell at slightly above 8 um2
* Final setup viols at 0
* Min Hold Slack at between 3000 and 4000 ps
* Core area at between 9000 and 10,000 um2
* Kind of end point of the critical path: output pin
* Maximum net fanout on the critical path at 4
* Worst path max stage delay at between 300 and 400 ps
* Leading area contributor after synthesis: ha_1
* Die Y at approximately 120 um
* Max_slew headroom at between 30 and 40%
* Max-cap violations at 0
* First-pass GRT wire length at 7686 um
* Sequential fraction of the synthesis area at 0%
* Drt total wl at approximately 4600 um
==> Yosys cell counts (all sizes together), types with 2 or more instances <==
| master | count |
|---|---|
| o211ai | 2 |
| o21ai | 6 |
| clkbuf | 2 |
| nand2 | 12 |
| a222oi | 2 |
| a21bo | 2 |
| inv | 24 |
| xnor2 | 8 |
| nor2 | 14 |
| buf | 2 |
| xor2 | 2 |
| a21oi | 10 |
| mux2 | 2 |
| a221oi | 4 |
| nor4b | 2 |
| a21o | 7 |
| nor3 | 2 |
| nand3 | 4 |
| ha | 32 |
| a22oi | 3 |
| nand2b | 3 |
| mux2i | 4 |
| or4b | 2 |
| fa | 9 |
| a221o | 3 |
==> area by class of cell <==
class	instances	area [um2]	area share [%]
tap	133	166.4	7.733
multi-input combinational	147	1423	66.10
antenna	1	2.502	0.1163
inverter	24	92.59	4.302
timing repair buffer	58	467.9	21.74
==> layer usage <==
metal	up-vias	routed length (um)	share of wire [%]	global-route usage, %
met3	4	275	6.0	0.9447
met5	-	0	0	0
met2	32	2065	45	10.48
li1	743	-	-	-
met4	0	41	0.90	0.3017
met1	698	2195	48	8.717
==> per-stage QoR <==
step | setup WS [ps] | area (um2)
after floorplan | 150.4 | 1440
after global placement | -805.4 | 1938
after detailed placement | -859.7 | 1938
after CTS | -36.43 | 2053
after global routing | -58.32 | 2152
final | 127.0 | 2152
==> logic make-up after synthesis <==
logic type	Yosys count	share of synthesized area (%)
simple gates	43	15.81
mux	6	4.344
compound gates	47	24.33
fa+ha+maj	41	40.31
buf+inv	28	9.122
xor+xnor	10	6.082
==> worst max-delay path: cells and delay by family <==
kind                       cells  cell delay [ps]
AOI/OAI and AO/OA              8             1430
adders and majority gates      4             1210
muxes                          2              600
buffers and inverters          6              480
and+or+nand+nor                4              450
==> power groups by stage <==
stage	sequential, uW	combinational [uW]	clock [uW]
after CTS	0	161	0
after global routing	0	195	0.0000186
final	0	174	0.0000186
==> timing repair <==
action / in CTS / in global routing
buffers inserted: 9 / 6
endpoints found under the setup margin: 5 / 5
resized: 39 / 36
pin swaps: 18 / 21
==> worst paths after layout <==
| path | to | slack, ps | startpoint | cells after the start |
|---|---|---|---|---|
| max | led[3] | 130 | sw[7] | 24 |
| min | led[2] | 3400 | sw[2] | 5 |
Power and IR drop assume default switching activity.
